[flow/run.sh]
#!/bin/bash
# OpenROAD 26Q1-2900-gdf79404cd8, Yosys 0.63+post, stock flow scripts
make -C /OpenROAD-flow-scripts/flow DESIGN_CONFIG=/design/flow/config.mk WORK_HOME=/design/flow/orfs finish
[flow/config.mk]
export PLATFORM = sky130hd
export DESIGN_NAME = Add
export DESIGN_NICKNAME = Add
export VERILOG_FILES = /design/flow/design.v
export SDC_FILE = /design/flow/constraint.sdc
export NUM_CORES = 4
export LEC_CHECK = 1
export CORE_AREA = 10 10 88 88
export DIE_AREA = 0 0 98 98
[flow/constraint.sdc]
current_design Add

set clk_period 19.7
set clk_io_pct 0.2

create_clock -name clk0 -period $clk_period

set non_clock_inputs [all_inputs -no_clocks]
set_input_delay [expr $clk_period * $clk_io_pct] -clock clk0 $non_clock_inputs
set_output_delay [expr $clk_period * $clk_io_pct] -clock clk0 [all_outputs]
[flow/design.v]
module adder(
    input x,
    input y,
    input cin,
    output s,
    output cout
);
assign s = x ^ y ^ cin;
assign cout = (x ^ y) & cin | x & y;
endmodule 
module fourAdder(
    input [4:1] x,
    input [4:1] y,
    input c0,
    output c4,Gm,Pm,
    output [4:1] s
);
wire c1,c2,c3;
wire p1,p2,p3,p4,g1,g2,g3,g4;
assign p1 = x[1] ^ y[1],p2 = x[2] ^ y[2],p3 = x[3] ^ y[3],p4 = x[4] ^ y[4];
assign g1 = x[1] & y[1],g2=x[2]&y[2],g3 = x[3]&y[3],g4=x[4]&y[4];
assign c1 = g1 ^ (p1 & c0),
c2 = g2 ^ (p2 & g1) ^ (p2 & p1 & c0),
c3 = g3 ^ (p3 & g2) ^ (p3 & p2 & g1) ^ (p3 & p2 & p1 & c0),
c4 = g4 ^ (p4 & g3) ^ (p4 & p3 & g2) ^ (p4 & p3 & p2 & g1) ^ (p4 & p3 & p2 & p1 & c0);
adder a1(
    .x(x[1]),
    .y(y[1]),
    .cin(c0),
    .s(s[1]),
    .cout()
);
adder a2(
    .x(x[2]),
    .y(y[2]),
    .cin(c1),
    .s(s[2]),
    .cout()
);
adder a3(
    .x(x[3]),
    .y(y[3]),
    .cin(c2),
    .s(s[3]),
    .cout()
);
adder a4(
    .x(x[4]),
    .y(y[4]),
    .cin(c3),
    .s(s[4]),
    .cout()
);
assign Pm = p1 & p2 & p3 & p4,
Gm = g4 ^ (p4 & g3) ^ (p4 & p3 & g2) ^ (p4 & p3 & p2 & g1);
endmodule
module CLA16(
    input [16 : 1] x,
    input [16 : 1] y,
    input c0,
    output Gm, Pm,
    output[16 : 1] s
);
wire  c4, c8, c12;
wire Pm1, Pm2, Pm3, Pm4, Gm1, Gm2, Gm3, Gm4;
fourAdder f1(.x(x[4 : 1]), .y(y[4 : 1]),.c0(c0), .c4(),.s(s[4 : 1]),.Gm(Gm1),.Pm(Pm1));
assign c4 = Gm1 ^ (Pm1 & c0);
fourAdder f2(.x(x[8 : 5]), .y(y[8: 5]), .c0(c4), .c4(), .s(s[8 : 5]), .Gm(Gm2), .Pm(Pm2));
assign c8 = Gm2 ^ (Pm2 & Gm1) ^ (Pm2 & Pm1 & c0);
fourAdder f3(.x(x[12 : 9]), .y(y[12 : 9]), .c0(c8), .c4(), .s(s[12 : 9]), .Gm(Gm3), .Pm(Pm3));
assign c12 = Gm3 ^ (Pm3 & Gm2) ^ (Pm3 & Pm2 & Gm1) ^ (Pm3 & Pm2 & Pm1 & c0);
fourAdder f4(.x(x[16 : 13]), .y(y[16 : 13]), .c0(c12), .c4(), .s(s[16 : 13]), .Gm(Gm4), .Pm(Pm4));
assign Pm = Pm1 & Pm2 & Pm3 & Pm4;
assign Gm = Gm4 ^ (Pm4 & Gm3) ^ (Pm4 & Pm3 & Gm2) ^ (Pm4 & Pm3 & Pm2 & Gm1);
endmodule
module Add(
    input       [31:0]          a,
    input       [31:0]          b,
    output [31:0]          sum
);
wire Pm1, Pm2, Gm1, Gm2;
wire c16;
CLA16 c1(.x(a[15 : 0]), .y(b[15:0]), .c0(0), .s(sum[15:0]), .Gm(Gm1), .Pm(Pm1));
assign c16 = Gm1 ^ (Pm1 & 0);
CLA16 c2(.x(a[31 : 16]), .y(b[31:16]), .c0(c16), .s(sum[31:16]), .Gm(Gm2), .Pm(Pm2));
endmodule
==> load_flow_metrics.sql <==
-- flow metrics import
INSERT INTO impl_metrics (metric_group, metric, value, unit) VALUES
('drt', 'wl_per_cell', '11.8', 'um'),
('global_routing', 'antenna_found_initial', '0', ''),
('power', 'clkPwrFrac', '0', '%'),
('power', 'seqPwrFrac', '0', '%'),
('die', 'core_area', '5920', 'um^2'),
('synthesis', 'synth_seq_share', '0', '%'),
('power', 'leakagePower', '0.00122', 'uW'),
('power', 'power_per_cell_area', '34.5', 'nW/um^2'),
('finish', 'filler_instances', '575', ''),
('die', 'die-width', '98', 'um'),
('drt', 'detail_route.vias_per_cell', '4.38', ''),
('sta', 'timing.final.crit_period', '11790', 'ps'),
('drt', 'drt_iter0_markers', '41', ''),
('clocking', 'cts_repair_resize_count', '0', ''),
('hold_path', 'min_path_type', 'in -> out', ''),
('synthesis', 'synth.area.top_cells', 'sky130_fd_sc_hd__ha_1 19%, sky130_fd_sc_hd__xnor2_1 17%, sky130_fd_sc_hd__buf_4 12%, sky130_fd_sc_hd__fa_1 7.7%, sky130_fd_sc_hd__xor2_1 6.8%', ''),
('power', 'p_sw', '34.9', 'uW'),
('setup_path', 'critical_path.endpoint_type', 'output pin', ''),
('setup_path', 'crit_type', 'in -> out', ''),
('placed_design', 'dpl.hpwl', '4380', 'um'),
('finish', 'n_sequential_cell', '0', ''),
('setup_path', 'required', '15760', 'ps'),
('placed_design', 'routabilityCongestion', '0.782', ''),
('finish', 'sequential_cell_area', '0', 'um^2'),
('finish', 'final-comb-area', '1740', 'um^2'),
('finish', 'drive_gt1_share', '3.72', '%'),
('synthesis', 'synth_largest_type_area_fraction', '18.8', '%'),
('die', 'die_area', '9600', 'um^2'),
('sta', 'timing.final.setup_violations', '0', ''),
('synthesis', 'yosysCellCount', '260', ''),
('finish', 'layout.clock_buffers', '0', ''),
('synthesis', 'post_synth_instance_area', '2070', 'um^2'),
('drt', 'detail_route.drc_violations', '0', ''),
('drt', 'via_count', '1743', ''),
('sta', 'rsz_0062_raised_after_global_routing', 'false', ''),
('global_routing', 'largest_net_degree_at_the_start_of_global_routing', '10', ''),
('finish', 'syn_to_final_growth', '39.2', '%'),
('hold_path', 'hold_depth', '3', ''),
('sta', 'slew-limit-headroom', '68.4', '%'),
('sta', 'worst_slew_pin_slew', '472', 'ps'),
('run', 'max_cap_violations', '0', ''),
('synthesis', 'ys_chip_area', '2070', 'um^2'),
('synthesis', 'post_synth_num_cell_types', '37', ''),
('sta', 'fin_crit_sh', '59.9', '%'),
('power', 'irDropWorstVdd', '0.0156', 'mV'),
('drt', 'drtPass1Iterations', '4', ''),
('run', 'openroad_warnings', '32', ''),
('setup_path', 'worstPathArrival', '7850', 'ps'),
('placed_design', 'dp_worst_setup_slack', '7870', 'ps'),
('drt', 'drtAntennaViolNets', '0', ''),
('clocking', 'cts_hold_buf', '0', ''),
('sta', 'post-route-worst-setup-slack', '7910', 'ps'),
('setup_path', 'crit_fanout', '7', ''),
('sta', 'setup_tns', '0', 'ps'),
('power', 'power.switching_fraction', '35.1', '%'),
('drt', 'drt_wl_total', '4700', 'um'),
('placed_design', 'portBuffers', '96', ''),
('global_routing', 'first_pass_grt_wire_length', '8010', 'um'),
('sta', 'timing_max_transition_violations_final', '0', ''),
('sta', 'max_freq', '84.8', 'MHz'),
('clocking', 'cts_post_setup_buffers_inserted', '0', ''),
('sta', 'final-hold-violation-count', '0', ''),
('synthesis', 'synthCells', '260', ''),
('power', 'combPwrFrac', '100.0', '%'),
('die', 'initial_core_util', '34.9', '%'),
('synthesis', 'synth_top_cell_by_area', 'sky130_fd_sc_hd__ha_1', ''),
('outcome', 'run_status', 'finished, final reports clean', ''),
('power', 'internal_power', '64.4', 'uW'),
('die', 'std_cell_rows', '28', ''),
('synthesis', 'syn_area_per_cell', '7.95', 'um^2'),
('die', 'io_pins', '96', ''),
('synthesis', 'yosysWarningCount', '1', ''),
('drt', 'antenna_cells', '0', ''),
('global_routing', 'global_route.overflow_total', '0', ''),
('setup_path', 'timing.critical_path.from_type', 'primary input', ''),
('global_routing', 'grt_usage', '9.43', '%'),
('global_routing', 'grt_pass1_vias', '1764', ''),
('die', 'chipHeight', '98', 'um');
[worst max-delay path: stages]
cell and delay, ps:
sky130_fd_sc_hd__clkdlybuf4s50_1 420, sky130_fd_sc_hd__ha_1 290, sky130_fd_sc_hd__nand2_1 90, sky130_fd_sc_hd__mux2i_1 290, sky130_fd_sc_hd__mux2i_1 390, sky130_fd_sc_hd__mux2i_1 330, sky130_fd_sc_hd__xnor2_2 170, sky130_fd_sc_hd__a31oi_1 360
sky130_fd_sc_hd__o21ai_0 190, sky130_fd_sc_hd__xor2_1 370, sky130_fd_sc_hd__fa_1 480, sky130_fd_sc_hd__inv_1 70, sky130_fd_sc_hd__clkdlybuf4s50_1 460
[area by class of cell]
cell class | count | share of cell area [%]
inverter | 21 | 2.74
multi-input combinational | 206 | 60.6
tap | 75 | 3.26
timing repair buffer | 96 | 33.4
[metrics by stage]
step	total power (uW)	std cells	cell area [um^2]	util [%]	hold slack, ps
detailed placement	101	398	2880	48.6	8910
floorplan	68.4	260	2070	-	8050
finish	99.3	398	2880	48.6	8910
CTS	102	398	2880	48.6	8920
global route	112	398	2880	48.6	8970
global placement	101	398	2880	48.6	8910
[metal layers]
metal / track usage [%] / share of wire (%)
met1: 12.1 / 46
met2: 16.0 / 45
met3: 3.20 / 9.1
met4: 0 / 0
met5: 0 / 0
[layout by cell type, fill, tap and decap left out, types with 2 or more instances in the layout]
cell type                         instances
sky130_fd_sc_hd__nand3b_1                 3
sky130_fd_sc_hd__or2_2                    2
sky130_fd_sc_hd__a21boi_0                 5
sky130_fd_sc_hd__nor3b_1                  2
sky130_fd_sc_hd__nor2_1                  14
sky130_fd_sc_hd__a21bo_2                  2
sky130_fd_sc_hd__xor2_1                  16
sky130_fd_sc_hd__inv_1                   21
sky130_fd_sc_hd__nand2_1                 25
sky130_fd_sc_hd__clkdlybuf4s50_1         96
sky130_fd_sc_hd__o21ai_0                  8
sky130_fd_sc_hd__a21oi_1                  3
sky130_fd_sc_hd__mux2i_1                  8
sky130_fd_sc_hd__o2111ai_1                2
sky130_fd_sc_hd__nor2b_1                  5
sky130_fd_sc_hd__nand3_1                  4
sky130_fd_sc_hd__and3_1                   6
sky130_fd_sc_hd__xnor2_1                 41
sky130_fd_sc_hd__and3b_1                  4
sky130_fd_sc_hd__ha_1                    31
sky130_fd_sc_hd__fa_1                     8
sky130_fd_sc_hd__nand2b_1                 3
[power groups by stage]
| stage | Combinational (uW) | Sequential [uW] | Clock [uW] |
|---|---|---|---|
| final | 99.3 | 0 | 0 |
| after global routing | 112 | 0 | 0 |
| after CTS | 102 | 0 | 0 |
[synthesized netlist by cell type (all sizes together), types with 2 or more instances]
master	instances
and4	2
nand3	4
a21boi	5
nand3b	3
xor2	16
nor3b	3
nand2	25
a21oi	3
fa	8
or3b	2
and3b	5
nand2b	3
and3	6
ha	31
o21ai	8
buf	33
o2111ai	2
nor2	14
or2	2
mux2i	8
xnor2	42
a21bo	2
nor2b	6
inv	21
[logic make-up after synthesis]
kind of cell	share of synthesized area (%)
AND-OR/OR-AND	7.99
XOR/XNOR	24.9
adder cells (fa/ha/maj)	26.5
buffers and inverters	15.6
multiplexers	4.96
AND/OR/NAND/NOR	20.0
[final timing paths]
kind,startpoint,to,slack [ps]
min,b[0],sum[0],8910
max,a[1],sum[20],7910
Power and IR drop assume default switching activity.
